==> flow/design.v <==
`timescale 1ns/1ps
module baud_rate_gen (
    input  wire clk,
    input  wire rst,
    output reg  tx_enb,
    output reg  rx_enb
);
    parameter TX_DIV = 5208;
    parameter RX_DIV = 325;
    reg [12:0] tx_counter;
    reg [9:0]  rx_counter;
    always @(posedge clk) begin
        if (rst) begin
            tx_counter <= 0;
            tx_enb     <= 0;
        end
        else if (tx_counter == TX_DIV-1) begin
            tx_counter <= 0;
            tx_enb     <= 1;   
        end
        else begin
            tx_counter <= tx_counter + 1;
            tx_enb     <= 0;
        end
    end
    always @(posedge clk) begin
        if (rst) begin
            rx_counter <= 0;
            rx_enb     <= 0;
        end
        else if (rx_counter == RX_DIV-1) begin
            rx_counter <= 0;
            rx_enb     <= 1;   
        end
        else begin
            rx_counter <= rx_counter + 1;
            rx_enb     <= 0;
        end
    end
endmodule 
`timescale 1ns/1ps
module uart_rx (
    input  wire       clk,
    input  wire       rst,
    input  wire       rx_enb,
    input  wire       rx,
    output reg [7:0]  rx_data,
    output reg        rx_done
);
    localparam IDLE  = 2'd0;
    localparam START = 2'd1;
    localparam DATA  = 2'd2;
    localparam STOP  = 2'd3;
    reg [1:0] state;
    reg [3:0] sample_cnt;
    reg [2:0] bit_cnt;
    reg [7:0] shift_reg;
    always @(posedge clk) begin
        if (rst) begin
            state      <= IDLE;
            sample_cnt <= 0;
            bit_cnt    <= 0;
            shift_reg  <= 0;
            rx_data    <= 0;
            rx_done    <= 0;
        end else begin
            rx_done <= 0;
            if (rx_enb) begin
                case (state)
                    IDLE: begin
                        if (rx == 1'b0) begin
                            state      <= START;
                            sample_cnt <= 0;
                        end
                    end
                    START: begin
                        if (sample_cnt == 4'd7) begin
                            if (rx == 1'b0) begin
                                state      <= DATA;
                                sample_cnt <= 0;
                                bit_cnt    <= 0;
                            end else begin
                                state <= IDLE;
                            end
                        end else begin
                            sample_cnt <= sample_cnt + 1;
                        end
                    end
                    DATA: begin
                        if (sample_cnt == 4'd15) begin
                            sample_cnt <= 0;
                            shift_reg  <= {rx, shift_reg[7:1]};
                            if (bit_cnt == 3'd7)
                                state <= STOP;
                            else
                                bit_cnt <= bit_cnt + 1;
                        end else begin
                            sample_cnt <= sample_cnt + 1;
                        end
                    end
                    STOP: begin
                        if (sample_cnt == 4'd15) begin
                            state      <= IDLE;
                            rx_data    <= shift_reg;
                            rx_done    <= 1'b1;
                            sample_cnt <= 0;
                        end else begin
                            sample_cnt <= sample_cnt + 1;
                        end
                    end
                    default: state <= IDLE;
                endcase
            end
        end
    end
endmodule
`timescale 1ns/1ps
module uart_top (
    input  wire       clk,
    input  wire       rst,
    input  wire       tx_start,
    input  wire [7:0] tx_data,
    output wire       tx,
    output wire       tx_busy,
    output wire [7:0] rx_data,
    output wire       rx_done
);
    wire tx_enb;
    wire rx_enb;
    baud_rate_gen baud_inst (
        .clk    (clk),
        .rst    (rst),
        .tx_enb (tx_enb),
        .rx_enb (rx_enb)
    );
    uart_tx tx_inst (
        .clk      (clk),
        .rst      (rst),
        .tx_enb   (tx_enb),
        .tx_start (tx_start),
        .tx_data  (tx_data),
        .tx       (tx),
        .tx_busy  (tx_busy)
    );
    uart_rx rx_inst (
        .clk     (clk),
        .rst     (rst),
        .rx_enb  (rx_enb),
        .rx      (tx),       
        .rx_data (rx_data),
        .rx_done (rx_done)
    );
endmodule
`timescale 1ns/1ps
module uart_tx (
    input  wire       clk,
    input  wire       rst,
    input  wire       tx_enb,      
    input  wire       tx_start,    
    input  wire [7:0] tx_data,     
    output reg        tx,           
    output reg        tx_busy       
);
    localparam IDLE  = 2'd0;
    localparam START = 2'd1;
    localparam DATA  = 2'd2;
    localparam STOP  = 2'd3;
    reg [1:0] state;
    reg [2:0] bit_cnt;              
    reg [7:0] shift_reg;
    always @(posedge clk) begin
        if (rst) begin
            state     <= IDLE;
            tx        <= 1'b1;       
            tx_busy  <= 1'b0;
            bit_cnt  <= 3'd0;
            shift_reg <= 8'd0;
        end
        else begin
            case (state)
                IDLE: begin
                    tx       <= 1'b1;
                    tx_busy <= 1'b0;
                    if (tx_start) begin
                        shift_reg <= tx_data;
                        state     <= START;
                        tx_busy  <= 1'b1;
                    end
                end
                START: begin
                    if (tx_enb) begin
                        tx    <= 1'b0;   
                        state <= DATA;
                        bit_cnt <= 3'd0;
                    end
                end
                DATA: begin
                    if (tx_enb) begin
                        tx        <= shift_reg[0];
                        shift_reg <= shift_reg >> 1;
                        if (bit_cnt == 3'd7)
                            state <= STOP;
                        else
                            bit_cnt <= bit_cnt + 1'b1;
                    end
                end
                STOP: begin
                    if (tx_enb) begin
                        tx    <= 1'b1;   
                        state <= IDLE;
                    end
                end
                default: state <= IDLE;
            endcase
        end
    end
endmodule
==> flow/run.sh <==
#!/bin/bash
# OpenROAD 26Q1-2900-gdf79404cd8, Yosys 0.63+post, stock flow scripts
make -C /OpenROAD-flow-scripts/flow DESIGN_CONFIG=/design/flow/config.mk WORK_HOME=/design/flow/orfs finish
==> flow/config.mk <==
export PLATFORM = sky130hd
export DESIGN_NAME = uart_top
export DESIGN_NICKNAME = uart_top
export VERILOG_FILES = /design/flow/design.v
export SDC_FILE = /design/flow/constraint.sdc
export NUM_CORES = 4
export LEC_CHECK = 1
export CORE_UTILIZATION = 30
==> flow/constraint.sdc <==
current_design uart_top

set clk_period 3.7
set clk_io_pct 0.2

create_clock -name clk0 -period $clk_period [get_ports {clk}]

set non_clock_inputs [all_inputs -no_clocks]
set_input_delay [expr $clk_period * $clk_io_pct] -clock clk0 $non_clock_inputs
set_output_delay [expr $clk_period * $clk_io_pct] -clock clk0 [all_outputs]
==> ci_impl_report.md <==
## Synthesis and layout report

| Metric | Value |
|---|---|
| Min setup slack post-route | `1590 ps` |
| Vias | `2381` |
| Yosys cell types | `46` |
| Fin util | `roughly 36%` |
| Largest register by flop count | `baud_inst.tx_counter` |
| Largest register FFs | `13` |
| Largest net degree at the start of global routing | `47` |
| CTS Hold Bufs | `0` |
| H-tree depth | `3` |
| Biggest regs | `baud_inst.tx_counter (13), baud_inst.rx_counter (10)` |
| Worst Hold Depth | `2` |
| YS chip area | `roughly 3100 um2` |
| TNS Setup | `0 ps` |
| Root Driver | `clkbuf_8` |
| Fmax | `0.474 GHz` |
| Antenna cells | `0` |
| Ys async rst share | `0%` |
| Post-synth EDFFs | `0` |
| Final worst path period need | `~2100 ps` |
| Initial antenna violation count | `0` |
| Slew Limit Fails | `0` |
| Final setup violation count | `0` |
| PwrDens | `408 nW/um2` |
| Slew @ Worst Pin | `approximately 740 ps` |
| CP Class | `reg -> reg` |
| Std-Cell Rows | `36` |
| DRT antenna net count | `0` |
| Post-DR vias/cell | `4.77` |
| GPL Wtd Cong | `~0.76` |
| FF-to-FF path depth | `5` |
| Syn_area_per_cell | `about 8.8 um2` |
| Iter 0 DRT Violations | `roughly 81` |
| Hold Worst Slack | `roughly 450 ps` |
| Clock Path Buffers | `2` |
| Cycle use final | `between 50% and 60%` |
| GR Util met3 | `around 3.2%` |
| Drt total wl | `~5400 um` |
| Leakage | `1.19 nW` |
| Crit path DRT | `3900 ps` |
| DRT Pass-1 Iters | `4` |
| CP Launch Point | `rx_inst.sample_cnt[0]` |
| Endpoints failing hold | `0` |
| Post-synth regs | `70` |
| Status | `finished clean` |
| Num ports | `22` |
| Ys flop type | `dfxtp_1` |
| Worst setup EP type | `flop` |
| Worst-Skew Late Latency | `340 ps` |
| Setup slack, reg-to-reg | `approximately 1600 ps` |
| Fraction of layout cells with a size suffix above 1 | `around 6.3%` |
| Met2 GRT Util | `roughly 17%` |
| Die width | `103 um` |
| Routed wire per std cell | `10.8 um` |
| Pre-Place Util | `slightly above 30%` |
| Worst path arrival time | `between 2000 and 2500 ps` |
| Worst Min Path Start | `rx_inst.rx_data[3]` |
| First-pass GRT wire length | `9200 um` |
| Min-Delay Endpoint | `rx_inst.rx_data[3]` |
| Drc violations | `0` |
| Fillcell total | `just under 1000` |
| R2r endpoint | `rx_inst.rx_data[1]` |
| GRT Util Overall | `a little over a tenth` |
| Register share after synthesis | `between 40% and 50%` |
| Critical path fanouts, max | `22` |
| CTS Buf Count | `9` |
| DP HPWL | `about 3500 um` |
| RSZ-0062 raised after global routing | `false` |
| Most Crowded Layer GR | `met2` |
| Vias in the first global route | `~2000` |
| Die Size | `approximately 11000 um2` |
| Mapped Area | `3070 um2` |
| Max_cap viols | `0` |
| Yosys warning count | `3` |
| OpenROAD warning count | `26` |
| R2r startpoint | `rx_inst.sample_cnt[0]` |
| Worst IR drop on VDD | `about 0.00021 V` |
| Worst-path clk slew | `~70 ps` |
| CTS sink cnt | `about 70` |
| CTS resizes | `0` |
| Grt total ovfl | `0` |
| CTS tree | `done` |
| Core footprint | `just under 10000 um2` |
| Post-CTS Setup Repair Bufs | `0` |
| Area Overhead vs Synth | `15.3%` |
| Skew final | `7.28 ps` |
| Ys cells | `~350` |
| Routing usage on met1 | `between 15 and 20%` |
| Die height | `103 um` |
| Cells after synthesis | `about 350` |
| CP startpoint kind | `flop` |
| Slew HR | `about 51%` |
| Worst slack, placed | `between 1500 and 2000 ps` |
| IO Port Bufs | `21` |
| Worst min path class | `reg -> reg` |
-- per-layer routing --
layer  part of all wire (%)  wire length (um)
met5                      0                 0
met3                    3.7               201
met2                     45              2430
met4                   0.72                39
met1                     51              2740
-- kinds of logic (layout without fill, tap and decap cells) --
group | Yosys count | after routing | synth area share [%]
buffers and inverters | 24 | 42 | 4.04
xor gates and xnor gates | 19 | 19 | 5.42
DFF | 70 | 70 | 45.7
AOI/OAI and AO/OA | 57 | 57 | 12.3
adders and majority gates | 8 | 8 | 3.26
muxes | 10 | 10 | 3.30
and+or+nand+nor | 160 | 160 | 26.0
-- report_power, final --
group          internal [mW]  switching, mW
registers              0.770         0.0152
clock network          0.324          0.267
logic                 0.0315         0.0339
-- Yosys cell counts (2+ instances only) --
cell type	n	area (um2)
a211oi_1	7	52.6
a21oi_1	29	145
a22oi_1	4	30.0
and3_1	5	31.3
and4_1	2	17.5
buf_2	7	35.0
buf_6	3	33.8
clkbuf_1	7	26.3
clkbuf_2	2	10.0
dfxtp_1	70	1400
ha_1	8	100
inv_1	5	18.8
mux2i_1	9	90.1
nand2_1	38	143
nand2b_1	8	50.1
nand3_1	30	150
nand3b_1	3	22.5
nand4_1	5	31.3
nand4b_1	2	17.5
nor2_1	40	150
nor2b_1	6	37.5
nor3_1	9	45.0
nor4_1	2	12.5
nor4bb_1	3	30.0
o21ai_0	5	25.0
o32ai_1	2	17.5
xnor2_1	14	123
xor2_1	5	43.8
-- layout by cell type (no fill, tap or decap), types with 5 or more instances in the layout --
cell,synthesis,routed
ha_1,8,8
and3_1,5,5
inv_1,5,5
a211oi_1,7,7
xor2_1,5,5
nand2_1,38,38
nor2_1,40,40
a21oi_1,29,29
clkdlybuf4s50_1,0,21
mux2i_1,9,9
nand2b_1,8,8
nand3_1,30,30
dfxtp_1,70,70
nor3_1,9,9
xnor2_1,14,14
o21ai_0,5,5
nor2b_1,6,6
clkbuf_8,0,10
nand4_1,5,5
-- per-stage QoR --
step	instances	total power, mW	cell area, um2
floorplan	348	0.843	3070
global placement	484	0.868	3350
detailed placement	484	0.869	3350
CTS	499	1.47	3540
global route	499	1.50	3540
finish	499	1.44	3540
-- worst max path at each step --
stage,end,slack (ps),cells after the start
final,rx_inst.rx_data[1],1590,5
after CTS,tx,1580,1
after global routing,rx_inst.rx_data[1],1390,5
-- worst max-delay path, stage by stage (launching register included) --
cell and delay (ps):
dfxtp_1 360, ha_1 300, and4_1 700, nand2_1 380, nand2_1 160, a21oi_1 70
-- area by class of cell --
type | count | area, um2 | share of cell area (%)
tap | 133 | 166 | 4.71
sequential | 70 | 1400 | 39.6
multi-input combinational | 254 | 1540 | 43.6
timing repair buffer | 22 | 218 | 6.16
inverter | 5 | 18.8 | 0.531
clock inverter | 4 | 47.5 | 1.34
clock buffer | 11 | 141 | 4.00
Power figures rest on the tool's default switching activity, not on a simulated workload.
